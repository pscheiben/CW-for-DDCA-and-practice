## /design/flow/design.v

```verilog
`timescale 1ns / 1ps
module Debouncer (IN, CLK, DIV_CLK, RESET, OUT);
    parameter OFF       = 2'b00;
    parameter COUNT_ON  = 2'b01;
    parameter ON        = 2'b10;
    parameter COUNT_OFF = 2'b11;
    input IN, CLK, DIV_CLK, RESET;
    output  OUT;
    wire [4:0] Freq_40Hz_Count;
    wire Freq_40Hz_Trigger;
    reg [1:0] state = OFF;      
    wire counter_reset;
    reg in_pe_reg, do_reset;  
    always@(posedge CLK)
        case (state)
            OFF:        begin
                            do_reset <= 1;                   
                            if( in_pe_reg == 1)    
                                begin 
                                    state <= COUNT_ON;       
                                end
                        end
            COUNT_ON:   begin
                            do_reset <= 0;                   
                            if(Freq_40Hz_Count == 24)         
                                begin
                                    state <= ON;
                                end
                        end
            ON:         begin
                            do_reset <= 1;
                            if( in_pe_reg == 1)    
                                begin 
                                    state <= COUNT_OFF;
                                end
                            end
            COUNT_OFF:  begin
                            do_reset <= 0;
                            if(Freq_40Hz_Count == 24)
                                begin
                                    state <= OFF;
                                end
                        end
            default:    state <= OFF; 
        endcase
    Generic_Counter #   (.COUNTER_WIDTH(5), .COUNTER_MAX(24))
                    Freq_40Hz_Counter (.CLK(CLK), .RESET(counter_reset), .ENABLE_IN(DIV_CLK), .DIR(1'b0), .COUNT(Freq_40Hz_Count), .TRIG_OUT(Freq_40Hz_Trigger));
        assign OUT = state[0]^state[1];  
        assign counter_reset = RESET | do_reset;  
    always@(posedge IN)
        begin
            if (state == 2'b00 || state == 2'b10) in_pe_reg <= 1'b1;  
            else in_pe_reg <= 1'b0; 
        end
endmodule
`timescale 1ns / 1ps
module Generic_Counter(CLK, RESET, ENABLE_IN, DIR, TRIG_OUT, COUNT
    );
    parameter COUNTER_WIDTH = 4;
    parameter COUNTER_MAX = 9;
    input CLK, RESET, DIR, ENABLE_IN;
    output TRIG_OUT;
    output [COUNTER_WIDTH-1:0] COUNT;
    reg [COUNTER_WIDTH-1:0] counter_value;
    reg Trigger_out;
    always@(posedge CLK) begin
        if(DIR == 1'b0) begin
            if(RESET)
                counter_value <= 0;
            else begin
                if (ENABLE_IN) begin
                    if(counter_value == COUNTER_MAX)
                        counter_value <= 0;
                    else
                        counter_value <= counter_value + 1;
                    end
                end
        end
        else begin
            if(RESET)
                counter_value <= COUNTER_MAX;
            else begin
                if (ENABLE_IN) begin
                    if(counter_value == 0)
                        counter_value <= COUNTER_MAX;
                    else
                        counter_value <= counter_value - 1;
                    end
                end           
        end
    end
    always@(posedge CLK) begin
        if(DIR == 1'b0) begin
            if(RESET)
                Trigger_out <=0;
            else begin
                if (ENABLE_IN && (counter_value == COUNTER_MAX))
                    Trigger_out <= 1;
                else
                    Trigger_out <= 0;
            end
        end    
        else begin
            if(RESET)
                Trigger_out <=0;
            else begin
                if (ENABLE_IN && (counter_value == 0))
                    Trigger_out <= 1;
                else
                    Trigger_out <= 0;
            end
        end
    end
    assign COUNT = counter_value;
    assign TRIG_OUT = Trigger_out;
endmodule
`timescale 1ns / 1ps
module Mux4(
        input [1:0] CONTROL,
        input [4:0] IN0, IN1, IN2, IN3,
        output reg [4:0] OUT
    );
    always@ (*) 
    begin
            case (CONTROL)
                2'b00       : OUT <= IN0;
                2'b01       : OUT <= IN1;
                2'b10       : OUT <= IN2;
                2'b11       : OUT <= IN3;
                default     : OUT <= 5'b00000;
            endcase
    end  
endmodule
`timescale 1ns / 1ps
module TSM(CLK, INPUT, RESET, TOUT);
        input CLK, INPUT, RESET;
        output reg TOUT;
    always @ (posedge CLK)
    begin
        if(RESET)
            TOUT <= 1'b0;  
        else
            TOUT <= TOUT^INPUT;   
    end
endmodule
`timescale 1ns / 1ps
module seven_seg(
        input [3:0] x,          
        input [1:0] SEG_SELECT_IN,           
        input dot,
        output reg [3:0] cat,
        output reg [7:0] seg  
    );
    always @ (SEG_SELECT_IN) 
    begin
    case(SEG_SELECT_IN)
        2'b00: cat = 4'b0111;
        2'b01: cat = 4'b1011;
        2'b10: cat = 4'b1101;
        2'b11: cat = 4'b1110;
        default: cat = 4'b1111;
    endcase
    case(x)
        4'h0: seg =7'b0111111;
        4'h1: seg =7'b0000110;
        4'h2: seg =7'b1011011;
        4'h3: seg =7'b1001111;
        4'h4: seg =7'b1100110;
        4'h5: seg =7'b1101101;
        4'h6: seg =7'b1111101;
        4'h7: seg =7'b0000111;
        4'h8: seg =7'b1111111;
        4'h9: seg =7'b1101111;
        default: seg =7'b0000000;    
    endcase
    seg[7] = dot ? 1:0;   
    end
endmodule
`timescale 1ns / 1ps
module wrapper(CLK, RESET, DIR_IN, ENABLE, SEG_SELECT, DEC_OUT, INDICATOR, BTNL, BTNR, RGB_LED  
    );
    input CLK, RESET, DIR_IN, ENABLE, BTNL, BTNR;    
    output [3:0] SEG_SELECT;             
    output [7:0] DEC_OUT;               
    output [1:0] INDICATOR;                    
    output [2:0] RGB_LED;                
    wire Freq_10kHz_Trigger;
    wire [14:0]Freq_10kHz_Count;
    wire [1:0] Segment_Control;
    wire [1:0] Dot_Pos;
    wire Counter_1ms_Trig, Counter_10ms_Trig, Counter_100ms_Trig, Counter_1sec_Trig, Counter_10sec_Trig, Counter_1min_Trig, Counter_10min_Trig, Counter_1hour_Trig;
    wire [4:0] Mux_IN_0, Mux_IN_1, Mux_IN_2, Mux_IN_3;
    wire [3:0] Counter_1ms_Value, Counter_10ms_Value, Counter_100ms_Value, Counter_1sec_Value, Counter_10sec_Value, Counter_1min_Value, Counter_10min_Value, Counter_1hour_Value;
    wire [4:0] Mux4Out;
    wire [3:0]Dot_Demux;
    wire Enable_and_Clk, Indicator_Wire, Toggled_Direction, Debounced_Direction;
    wire [1:0] Timer_State;
    Generic_Counter #   (.COUNTER_WIDTH(11), .COUNTER_MAX(1199))
                        Freq_10kHz_Counter (.CLK(CLK), .RESET(1'b0), .ENABLE_IN(1'b1), .DIR(1'b0), .COUNT(Freq_10kHz_Count), .TRIG_OUT(Freq_10kHz_Trigger));
    Generic_Counter #   (.COUNTER_WIDTH(4), .COUNTER_MAX(9))
                        Counter_1ms (.CLK(CLK), .RESET(RESET), .ENABLE_IN(Enable_and_Clk), .DIR(Debounced_Direction), .COUNT(Counter_1ms_Value), .TRIG_OUT(Counter_1ms_Trig));
    Generic_Counter #   (.COUNTER_WIDTH(4), .COUNTER_MAX(9))
                        Counter_10ms (.CLK(CLK), .RESET(RESET), .ENABLE_IN(Counter_1ms_Trig), .DIR(Debounced_Direction), .COUNT(Counter_10ms_Value), .TRIG_OUT(Counter_10ms_Trig));
    Generic_Counter #   (.COUNTER_WIDTH(4), .COUNTER_MAX(9))
                        Counter_100ms (.CLK(CLK), .RESET(RESET), .ENABLE_IN(Counter_10ms_Trig), .DIR(Debounced_Direction), .COUNT(Counter_100ms_Value), .TRIG_OUT(Counter_100ms_Trig));
    Generic_Counter #   (.COUNTER_WIDTH(4), .COUNTER_MAX(9))
                        Counter_1sec (.CLK(CLK), .RESET(RESET), .ENABLE_IN(Counter_100ms_Trig), .DIR(Debounced_Direction), .COUNT(Counter_1sec_Value), .TRIG_OUT(Counter_1sec_Trig));
    Generic_Counter #   (.COUNTER_WIDTH(4), .COUNTER_MAX(9))
                        Counter_10sec (.CLK(CLK), .RESET(RESET), .ENABLE_IN(Counter_1sec_Trig), .DIR(Debounced_Direction), .COUNT(Counter_10sec_Value), .TRIG_OUT(Counter_10sec_Trig));
    Generic_Counter #   (.COUNTER_WIDTH(3), .COUNTER_MAX(5))
                        Counter_1min (.CLK(CLK), .RESET(RESET), .ENABLE_IN(Counter_10sec_Trig), .DIR(Debounced_Direction), .COUNT(Counter_1min_Value), .TRIG_OUT(Counter_1min_Trig));
    Generic_Counter #   (.COUNTER_WIDTH(4), .COUNTER_MAX(9))
                        Counter_10min (.CLK(CLK), .RESET(RESET), .ENABLE_IN(Counter_1min_Trig), .DIR(Debounced_Direction), .COUNT(Counter_10min_Value), .TRIG_OUT(Counter_10min_Trig));
    Generic_Counter #   (.COUNTER_WIDTH(3), .COUNTER_MAX(5))
                        Counter_1hour (.CLK(CLK), .RESET(RESET), .ENABLE_IN(Counter_10min_Trig), .DIR(Debounced_Direction), .COUNT(Counter_1hour_Value), .TRIG_OUT(Counter_1hour_Trig));
    Generic_Counter #   (.COUNTER_WIDTH(2), . COUNTER_MAX(3))
                        Segment_Control_Sync (.CLK(CLK), .RESET(1'b0), .ENABLE_IN(Freq_10kHz_Trigger), .DIR(1'b0), .COUNT(Segment_Control));
    Mux4 Segment_Control_Mux(.CONTROL(Segment_Control), .IN0(Mux_IN_0), .IN1(Mux_IN_1), .IN2(Mux_IN_2), .IN3(Mux_IN_3), .OUT(Mux4Out));
    assign Dot_Demux = 4'b0100;
    seven_seg Seven_Seg_Dec(.x(Mux4Out[3:0]), .SEG_SELECT_IN(Segment_Control), .dot(Mux4Out[4]), .cat(SEG_SELECT), .seg(DEC_OUT));
    TSM Not_so_Useful_Feature(.CLK(CLK), .INPUT(Counter_1sec_Trig), .RESET(RESET), .TOUT(Indicator_Wire));
    Debouncer Direction_Deboncer(.IN(~DIR_IN), .CLK(CLK), .DIV_CLK(Counter_1ms_Trig), .RESET(RESET),  .OUT(Debounced_Direction));
    assign INDICATOR[1] = Debounced_Direction;
    assign INDICATOR[0] = Indicator_Wire;
    assign RGB_LED[0] = 1'b1;
    assign RGB_LED[1] = 1'b1;
    assign RGB_LED[2] = 1'b1;
    assign Mux_IN_0 = {Dot_Demux[0], Counter_10sec_Value};
    assign Mux_IN_1 = {Dot_Demux[1], Counter_1min_Value};
    assign Mux_IN_2 = {Dot_Demux[2], Counter_10min_Value};
    assign Mux_IN_3 = {Dot_Demux[3], Counter_1hour_Value};
    assign Enable_and_Clk = ~ENABLE & Freq_10kHz_Trigger;   
endmodule
```

## /design/flow/run.sh

```bash
#!/bin/bash
# OpenROAD 26Q1-2900-gdf79404cd8, Yosys 0.63+post, stock flow scripts
make -C /OpenROAD-flow-scripts/flow DESIGN_CONFIG=/design/flow/config.mk WORK_HOME=/design/flow/orfs finish
```

## /design/flow/config.mk

```make
export PLATFORM = sky130hd
export DESIGN_NAME = wrapper
export DESIGN_NICKNAME = wrapper
export VERILOG_FILES = /design/flow/design.v
export SDC_FILE = /design/flow/constraint.sdc
export NUM_CORES = 4
export LEC_CHECK = 1
export CORE_UTILIZATION = 40
```

## /design/flow/constraint.sdc

```tcl
current_design wrapper

set clk_period 3.8
set clk_io_pct 0.2

create_clock -name clk0 -period $clk_period [get_ports {CLK}]

set non_clock_inputs [all_inputs -no_clocks]
set_input_delay [expr $clk_period * $clk_io_pct] -clock clk0 $non_clock_inputs
set_output_delay [expr $clk_period * $clk_io_pct] -clock clk0 [all_outputs]
```

==> GITHUB_STEP_SUMMARY <==
## PnR job results

| Metric | Value |
|---|---|
| Detailed Routing Iterations Pass 1 | `5` |
| Die X | `102 um` |
| ANT cells | `0` |
| Final hold vios | `0` |
| Vias in the first global route | `2,625` |
| Syn_area_per_cell | `9.30 um^2` |
| Placement row count | `36` |
| Synth Seq Share | `0.388` |
| Post-synthesis register bit count | `61` |
| R2R Path End | `Counter_1ms.counter_value[3]$_DFFE_PP_` |
| Post-synth ARST share | `0` |
| Clk slew on worst S/H paths | `0.07 ns` |
| Mapped Cells | `433` |
| Endpoints left unconstrained | `1` |
| Fin area | `0.00447 mm^2` |
| Clock tree buffer depth | `2` |
| Register Area | `0.00156 mm^2` |
| Distinct lib cells used | `55` |
| DRT Wirelength | `6.99 mm` |
| Root Driver | `clkbuf_8` |
| RSZ-0062 raised after global routing | `false` |
| FF-to-FF path depth | `6` |
| # fillers | `911` |
| Post-DP HPWL | `4.99 mm` |
| Fmax | `278 MHz` |
| Relative slew slack | `0.572` |
| Worst VDD drop | `0.280 mV` |
| CP max stage cell | `clkdlybuf4s50_1` |
| Largest stage delay, worst path | `0.47 ns` |
| Main flop type | `edfxtp_1` |
| Iteration-0 DRC count of the detailed router | `110` |
| Status | `completed` |
| Max Cap Violations | `0` |
| CP Cell Sequence | `ha_1 > a222oi_1 > mux2_2 > inv_1 > ha_1 > mux2_4 > o21ai_2 > clkdlybuf4s50_1` |
| Share of cells above drive strength 1 | `0.0811` |
| Ys Warns | `12` |
| Final period util | `0.948` |
| Critical path launch point type | `flop` |
| Endpoints failing setup | `0` |
| Reg2reg start | `Direction_Deboncer.state[0]$_DFFE_PP_` |
| Die Size | `0.0105 mm^2` |
| Layout Skew | `0.0111 ns` |
| Tool warnings | `53` |
| Core Region | `0.00977 mm^2` |
| WL/cell | `12.1 um` |
| EDFF count, synth | `34` |
| Ports | `23` |
| Register pins left without a clock | `1` |
| DP Area | `0.00425 mm^2` |
| GP Congestion | `0.858` |
| Remaining DRCs | `0` |
| Synthesis area per yosys | `0.00403 mm^2` |
| Post-route minimum period | `3.60 ns` |
| Worst hold start | `Direction_Deboncer.do_reset$_DFF_P_` |
| Total CTS buffers | `9` |
| Placed insts | `561` |
| P_leak | `1.72 nW` |
| Critical path required time | `3.04 ns` |
| CTS tree | `built` |
| Worst slew pin tran | `0.637 ns` |
| WP data arrival | `2.84 ns` |
| Crit-path max FO | `7` |
| Area delta synth->final | `11.0%` |
| Post-CTS Resized | `0` |
| Crit path top cell by count | `ha_1` |
| First-pass GRT wire length | `12.0 mm` |
| Mapped cell area | `0.00403 mm^2` |
| Most flops, register | `Freq_10kHz_Counter.counter_value` |
| Max Slew Vio Count | `0` |
| Flop-to-flop setup slack | `1.43 ns` |
| Starting Density | `0.412` |
| Ys cells | `433` |
| Logic area | `0.00219 mm^2` |
| Cell area power density | `347 mW/mm^2` |
| Non-filler instance count after layout | `577` |
| Cts hold-fix bufs | `0` |
| Critical Path End Type | `primary output` |
| Setup repair bufs after CTS | `0` |
| DR vias | `2,942` |
| Max H-tree Level | `3` |
| Largest net degree at the start of global routing | `26` |
| Initial antenna violation count | `0` |
| Via density | `5.10` |
| Number of flip-flops in the largest register | `11` |
| Port bufs | `17` |
| Hold Crit Class | `reg -> reg` |
| Crit Path Class | `reg -> out` |
| Setup TNS | `0 ns` |
| Hold path depth | `1` |
| Remaining antenna violation count | `0` |
| Clk latency late pin | `0.34 ns` |
| Die Height | `102 um` |
| Total gr overflow | `0` |
| Global-route usage over all layers | `0.149` |
| Largest registers | `Freq_10kHz_Counter.counter_value (11), Direction_Deboncer.Freq_40Hz_Counter.counter_value (5)` |
==> logic make-up (layout without fill, tap and decap cells) <==
kind of cell	after synthesis	in the layout	synth area share
AND/OR/NAND/NOR	148	148	0.200
AND-OR/OR-AND	87	87	0.139
buffers and inverters	65	74	0.0724
flip-flops	61	61	0.388
adder cells (fa/ha/maj)	38	38	0.118
XOR/XNOR	21	21	0.0457
multiplexers	12	12	0.0363
other	1	3	0.000931
==> worst max path at each step <==
stage	startpoint	end	slack, ns	cells past startpoint
after CTS	Segment_Control_Sync.counter_value[0]$_SDFFCE_PN0P_	DEC_OUT[6]	0.17	8
after global routing	Segment_Control_Sync.counter_value[0]$_SDFFCE_PN0P_	DEC_OUT[6]	0.04	9
final	Segment_Control_Sync.counter_value[0]$_SDFFCE_PN0P_	DEC_OUT[6]	0.20	8
==> cells in the mapped netlist, types with 3 or more instances <==
library cell	count	area, um^2
clkbuf_1	14	52.6
nor2b_1	8	50.1
nand4_1	3	18.8
xnor2_1	16	140
xor2_1	5	43.8
nand3_1	12	60.1
nor4b_1	4	35.0
o21bai_1	4	30.0
o211ai_1	4	30.0
nor3b_1	7	52.6
a21oi_1	26	130
edfxtp_1	34	1020
a31oi_1	7	43.8
nor2_1	32	120
a21boi_0	3	22.5
a222oi_1	3	30.0
nand2b_1	6	37.5
a311oi_1	5	43.8
buf_4	8	60.1
inv_1	37	139
o21ai_0	16	80.1
a211oi_1	7	52.6
nand2_1	29	109
and2_1	8	50.1
dfxtp_1	27	541
mux2i_1	6	60.1
or2_2	7	43.8
mux2_2	3	33.8
nor3_1	11	55.1
ha_1	38	475
nand3b_1	12	90.1
==> cell type report <==
type                            instances  share of cell area
Sequential cell                        61               0.349
Clock inverter                          3             0.00923
Timing Repair Buffer                   20              0.0431
Tap cell                              133              0.0372
Clock buffer                           13              0.0403
Multi-Input combinational cell        309               0.489
Inverter                               38              0.0319
==> cell usage in the layout (no fill, tap or decap), types with 2 or more instances in the layout <==
cell / synthesis / layout
ha_1: 38 / 38
nand3_1: 12 / 12
edfxtp_1: 34 / 34
and2_1: 8 / 8
and4_1: 2 / 2
buf_4: 8 / 3
mux2i_1: 6 / 6
nor2b_1: 8 / 8
nor2_1: 32 / 32
nand2_1: 29 / 29
nand4_1: 3 / 3
o21bai_1: 4 / 4
a22o_1: 2 / 2
nand2b_1: 6 / 6
o211ai_1: 4 / 4
a31oi_1: 7 / 7
nand3b_1: 12 / 12
clkbuf_8: 0 / 11
a21oi_1: 26 / 26
o21ai_0: 16 / 16
xnor2_1: 16 / 16
a221oi_1: 2 / 2
a211oi_1: 7 / 7
nor3_1: 11 / 11
mux2_2: 3 / 2
clkdlybuf4s50_1: 0 / 17
inv_1: 37 / 37
conb_1: 1 / 3
and3_1: 2 / 2
nor3b_1: 7 / 7
xor2_1: 5 / 5
or2_2: 7 / 7
a222oi_1: 3 / 3
nor4b_1: 4 / 4
mux2_4: 2 / 3
a311oi_1: 5 / 5
dfxtp_1: 27 / 27
a21boi_0: 3 / 3
==> worst max-delay path, delay by kind of cell (launching register included) <==
kind,cells,cell delay (ns)
AND-OR/OR-AND,2,0.44
adder cells (fa/ha/maj),2,0.51
buffers and inverters,2,0.57
multiplexers,2,0.56
flip-flops,1,0.43
==> routing by layer <==
layer | routed length [um] | up-vias | track usage
li1 | - | 1528 | -
met1 | 3630 | 1359 | 0.245
met2 | 3000 | 47 | 0.216
met3 | 264 | 8 | 0.0299
met4 | 93 | 0 | 0.0187
met5 | 0 | - | 0
==> through the flow <==
step	power, mW	setup WS (ns)	hold slack [ns]	utilization
after floorplan	0.898	1.22	0.399	-
after global placement	0.939	0.589	0.414	0.434
after detailed placement	0.941	0.558	0.419	0.434
after CTS	1.57	0.169	0.426	0.457
after global routing	1.63	0.0354	0.465	0.458
final	1.55	0.198	0.425	0.458
==> report_power, final <==
part,switching [mW],leakage [nW],internal (mW)
clock network,0.248,0.115,0.378
registers,0.0371,0.572,0.715
logic,0.0860,1.03,0.0896
total,0.371,1.72,1.18
Power is estimated from default activity; no workload was simulated.
